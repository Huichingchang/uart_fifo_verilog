--- ./design.v ---
module fifo #(
	parameter DATA_WIDTH = 8,
	parameter DEPTH = 16
)(
	input wire clk,
	input wire rst,
	input wire wr_en,
	input wire rd_en,
	input wire [DATA_WIDTH-1:0] din,
	output reg [DATA_WIDTH-1:0] dout,
	output reg full,
	output reg empty
);
	localparam PTR_WIDTH = $clog2(DEPTH);
	reg [DATA_WIDTH-1:0] mem [0:DEPTH-1];
	reg [PTR_WIDTH-1:0] wr_ptr, rd_ptr;
	reg [PTR_WIDTH:0] count;
	always @(posedge clk or posedge rst) begin
	     if (rst) begin
		wr_ptr <= 0;
		rd_ptr <= 0;
		count <= 0;
		full <= 0;
		empty <= 1;
	     end else begin
	         if (wr_en && !full) begin
	            mem[wr_ptr]  <= din;
	            wr_ptr <= wr_ptr + 1;
		    count <= count + 1;
		 end
		 if (rd_en && !empty) begin
		    dout <= mem[rd_ptr];
		    rd_ptr <= rd_ptr + 1;
		    count <= count - 1;
		 end
		 full <= (count == DEPTH);
		 empty <= (count == 0);
	     end
	end
endmodule	
module uart_fifo_ctrl(
	input wire clk,
	input wire rst,
	input wire rx,
	output wire tx
);
	wire [7:0] rx_data;
	wire rx_done;
	wire tx_busy;
	wire [7:0] tx_data;
	wire fifo_empty, fifo_full;
	reg prev_tx_ready;
	wire tx_ready = !fifo_empty && !tx_busy;
	reg tx_start;
	always @(posedge clk or posedge rst) begin
	     if (rst)
	 	prev_tx_ready <= 0;
	     else
		prev_tx_ready <= tx_ready;
        end
	always @(*) begin
	    tx_start = tx_ready && !prev_tx_ready;
        end
	uart_rx u_rx(
		.clk(clk),
		.rst(rst),
		.rx(rx),
		.data_out(rx_data),
		.done(rx_done)
	);
	fifo u_fifo (
		.clk(clk),
		.rst(rst),
		.wr_en(rx_done),
		.rd_en(tx_start),
		.din(rx_data),
		.dout(tx_data),
		.full(fifo_full),
		.empty(fifo_empty)
	);
	uart_tx u_tx(
		.clk(clk),
		.rst(rst),
		.tx_start(tx_start),
		.data_in(tx_data),
		.tx(tx),
		.busy(tx_busy)	
	);
endmodule
module uart_rx (
    input wire clk,
    input wire rst,
    input wire rx,
    output reg [7:0] data_out,
    output reg done
);
    parameter IDLE = 3'd0;
    parameter START = 3'd1;
    parameter DATA = 3'd2;
    parameter STOP = 3'd3;
    parameter DONE_STATE = 3'd4;
    reg [2:0] state;
    reg [3:0] sample_cnt;
    reg [2:0] bit_cnt;
    reg [7:0] shift_reg;
    reg done_d;
    reg done_flag;
    always @(posedge clk or posedge rst) begin
        if (rst) begin
            state <= IDLE;
            sample_cnt <= 0;
            bit_cnt <= 0;
            shift_reg <= 0;
            data_out <= 0;
            done <= 0;
	    done_flag <= 0;
        end else begin
	    done <= done_flag;
	    done_flag <= 0;
            case (state)
                IDLE: begin
                    if (~rx) begin
                        state <= START;
                        sample_cnt <= 0;
                    end
                end
                START: begin
                    sample_cnt <= sample_cnt + 1;
                    if (sample_cnt == 7) begin
                        if (~rx) begin
                            state <= DATA;
                            sample_cnt <= 0;
                            bit_cnt <= 0;
                        end else
                            state <= IDLE;
                    end
                end
                DATA: begin
                    sample_cnt <= sample_cnt + 1;
                    if (sample_cnt == 15) begin
                        shift_reg <= {rx, shift_reg[7:1]};
                        sample_cnt <= 0;
                        if (bit_cnt == 7)
                            state <= STOP;
			else
			    bit_cnt <= bit_cnt + 1;
                    end
                end
                STOP: begin
                    sample_cnt <= sample_cnt + 1;
                    if (sample_cnt == 15) begin
                        if (rx) begin
                            data_out <= shift_reg;
                            done_flag <= 1;
                        end
                        state <= DONE_STATE;
                        sample_cnt <= 0;
                    end
                end
                DONE_STATE: state <= IDLE;
      		default: state <= IDLE;
             endcase
	end
    end
endmodule
module uart_tx(
	input wire clk,  
	input wire rst,  
	input wire tx_start,  
	input wire [7:0] data_in,  
	output reg tx,  
	output reg busy  
); 
	parameter IDLE = 3'b000;
	parameter START = 3'b001;
	parameter DATA = 3'b010;
	parameter STOP = 3'b011;
	parameter DONE = 3'b100;
	reg [2:0] state;
	reg [3:0] bit_cnt;  
	reg [7:0] shift_reg;  
	reg [3:0] baud_cnt;  
	always @(posedge clk or posedge rst) begin
	    if (rst) begin
		state <= IDLE;
		tx <= 1'b1;  
		busy <= 0;
		bit_cnt <= 0;
		shift_reg <= 0;
		baud_cnt <= 0;
	    end else begin
		case (state)
		   IDLE: begin
		      tx <= 1'b1;
		      busy <= 0;
		      if (tx_start) begin
			 shift_reg <= data_in;
			 state <= START;
			 busy <= 1;
			 baud_cnt <= 0;
		      end
		    end
		    START: begin
			tx <= 1'b0;
			if (baud_cnt == 15) begin
			   baud_cnt <= 0;
			   bit_cnt <= 0;
			   state <= DATA;
			end else
			   baud_cnt <= baud_cnt + 1;
		    end
		    DATA: begin
		       tx <= shift_reg[bit_cnt];
		       if (baud_cnt ==15) begin
			  baud_cnt <= 0;
			  if (bit_cnt == 7)
			     state <= STOP;
			  else
			     bit_cnt <= bit_cnt + 1;
		        end else
			     baud_cnt <= baud_cnt + 1;
		    end
		    STOP: begin
		       tx <= 1'b1;
		       if (baud_cnt == 15) begin
			   baud_cnt <= 0;
			   state <= DONE;
		       end else
			   baud_cnt <= baud_cnt + 1;
		    end
		    DONE: begin
		       state <= IDLE;
		    end
		    default: state <= IDLE;
	         endcase
	     end
	end
endmodule	
--- ./run.sh ---
#!/bin/bash
# OpenROAD 26Q1-2900-gdf79404cd8, Yosys 0.63+post, stock flow scripts
make -C /OpenROAD-flow-scripts/flow DESIGN_CONFIG=/design/flow/config.mk WORK_HOME=/design/flow/orfs finish
--- ./config.mk ---
export PLATFORM = sky130hd
export DESIGN_NAME = uart_fifo_ctrl
export DESIGN_NICKNAME = uart_fifo_ctrl
export VERILOG_FILES = /design/flow/design.v
export SDC_FILE = /design/flow/constraint.sdc
export NUM_CORES = 4
export LEC_CHECK = 1
export CORE_UTILIZATION = 30
--- ./constraint.sdc ---
current_design uart_fifo_ctrl

set clk_period 2.5
set clk_io_pct 0.2

create_clock -name clk0 -period $clk_period [get_ports {clk}]

set non_clock_inputs [all_inputs -no_clocks]
set_input_delay [expr $clk_period * $clk_io_pct] -clock clk0 $non_clock_inputs
set_output_delay [expr $clk_period * $clk_io_pct] -clock clk0 [all_outputs]
==> flow_summary.html <==
<p>Metrics extracted from the flow reports.</p>
<table>
<tr><th>Metric</th><th>Value</th></tr>
<tr><th colspan="2">Power</th></tr>
<tr><td>Leakage power of the design</td><td>0.00364 µW</td></tr>
<tr><td>Pwr/cell area</td><td>between 700 and 800 nW/µm²</td></tr>
<tr><td>VDD IR max</td><td>roughly 0.00062 V</td></tr>
<tr><td>Final total power</td><td>roughly 7700 µW</td></tr>
<tr><th colspan="2">Finish</th></tr>
<tr><td>Top reg by flops</td><td>u_fifo.mem</td></tr>
<tr><td>Fin cells</td><td>~1000</td></tr>
<tr><td>Area growth from synthesis to final layout</td><td>16.7%</td></tr>
<tr><td>Ratio of cells with drive above 1 in the final layout</td><td>a little under a fifth</td></tr>
<tr><td>Number of flip-flops under the largest register name</td><td>roughly 130</td></tr>
<tr><th colspan="2">GRT</th></tr>
<tr><td>Global-route wire length before repair</td><td>about 28 mm</td></tr>
<tr><td>Vias in the first global route</td><td>~5000</td></tr>
<tr><td>Overall track demand over capacity in global routing</td><td>13.6%</td></tr>
<tr><td>Antenna violations before repair</td><td>0</td></tr>
<tr><td>Remaining Overflow, GRT</td><td>0</td></tr>
<tr><td>Pin count of the biggest net entering global routing</td><td>39</td></tr>
<tr><th colspan="2">Yosys</th></tr>
<tr><td>Count of instantiated cells in the yosys netlist</td><td>roughly 600</td></tr>
<tr><td>Number of flip-flops and latches in the synthesized netlist</td><td>a little over 200</td></tr>
<tr><td>Yosys top cell area share</td><td>between 40% and 50%</td></tr>
<tr><td>Biggest area consumer among synthesized cells</td><td>edfxtp_1</td></tr>
<tr><td>Post-Syn Area per Cell</td><td>14.4 µm²</td></tr>
<tr><td>Post-synthesis async set-or-reset flop share</td><td>approximately a third</td></tr>
<tr><td>Register area share after synthesis</td><td>about 69%</td></tr>
<tr><td>Combined area of all synthesized cells</td><td>around 8400 µm²</td></tr>
<tr><td>Yosys warning count</td><td>5</td></tr>
<tr><td>Netlist cell types</td><td>around 71</td></tr>
<tr><td>Gate Count Post-Synth</td><td>584</td></tr>
<tr><td>Yosys-reported design area after synthesis</td><td>8430 µm²</td></tr>
<tr><td>Most used flip-flop cell after synthesis</td><td>edfxtp_1</td></tr>
<tr><td>Count of flip-flops with a built-in enable after synthesis</td><td>~140</td></tr>
<tr><td>Leading cell types by total area after synthesis</td><td>edfxtp_1 (48%), dfrtp_1 (19%), mux2_2 (4.3%), ha_1 (2.2%), nand2_1 (1.8%)</td></tr>
<tr><th colspan="2">Placement</th></tr>
<tr><td>Count of buffers from port buffering</td><td>3</td></tr>
<tr><td>GP Congestion</td><td>just over 0.9</td></tr>
<tr><td>Placed cell count</td><td>a little under 1000</td></tr>
<tr><td>DP HPWL</td><td>~12 mm</td></tr>
<tr><th colspan="2">Floorplan</th></tr>
<tr><td>Die X-Extent</td><td>about 170 µm</td></tr>
<tr><td>I/O pin count</td><td>4</td></tr>
<tr><td>Die footprint</td><td>~29000 µm²</td></tr>
<tr><td>Row count</td><td>61</td></tr>
<tr><td>Starting density of the core</td><td>a little over 30%</td></tr>
<tr><td>Chip Height</td><td>roughly 170 µm</td></tr>
<tr><td>Area of the core</td><td>27700 µm²</td></tr>
<tr><th colspan="2">Drt</th></tr>
<tr><td>Drt first-iter violations</td><td>between 200 and 300</td></tr>
<tr><td>Routed via count divided by cell count</td><td>5.00</td></tr>
<tr><td>Post-detailed-route count of antenna-violating nets</td><td>0</td></tr>
<tr><td>Avg WL per Cell</td><td>17.8 µm</td></tr>
<tr><td>Total length of routed wires</td><td>~18 mm</td></tr>
<tr><td>Antenna diodes</td><td>0</td></tr>
<tr><td>Total iterations of the first detailed-routing run</td><td>5</td></tr>
<tr><td>Drt drc</td><td>0</td></tr>
<tr><td>Count of vias placed by the detailed router</td><td>between 5000 and 6000</td></tr>
<tr><th colspan="2">Clocking</th></tr>
<tr><td>CTS tree</td><td>built</td></tr>
<tr><td>Insertion delay at the late pin of the worst-skew pair</td><td>0.49 ns</td></tr>
<tr><td>Hold-fix buffers, CTS</td><td>0</td></tr>
<tr><td>Post-CTS setup buffer count</td><td>0</td></tr>
<tr><td>Register clock-pin slew on the reported worst setup and hold paths</td><td>~0.06 ns</td></tr>
<tr><td>Num CTS Buffers</td><td>22</td></tr>
<tr><td>Library cell used as clock root buffer</td><td>clkbuf_16</td></tr>
<tr><td># H-tree levels</td><td>1</td></tr>
<tr><td>Clock tree buffer depth</td><td>3</td></tr>
<tr><td>Number of instances resized during post-cts repair</td><td>0</td></tr>
<tr><td>Number of sinks driven by the clock tree</td><td>~200</td></tr>
<tr><th colspan="2">Status</th></tr>
<tr><td>Result of the run</td><td>complete, no violations</td></tr>
<tr><th colspan="2">Setup path</th></tr>
<tr><td>Critical path required time</td><td>between 2 and 3 ns</td></tr>
<tr><td>Dominant delay contributor by cell family on the critical path</td><td>flip-flops</td></tr>
<tr><td>Worst Setup Path Type</td><td>flip-flop to flip-flop</td></tr>
<tr><td>CP Launch Type</td><td>flip-flop</td></tr>
<tr><td>Critical Path, Cell by Cell</td><td>buf_4, mux4_2, a221oi_1, a21oi_1</td></tr>
<tr><td>Worst Setup End Kind</td><td>flip-flop</td></tr>
<tr><td>Slowest stage delay, CP</td><td>0.57 ns</td></tr>
<tr><td>CP Max Fanout</td><td>19</td></tr>
<tr><td>Crit-path slowest cell</td><td>dfrtp_1</td></tr>
<tr><td>Data arrival, critical path</td><td>about 2.5 ns</td></tr>
<tr><td>Critical path buffer and inverter count</td><td>1</td></tr>
<tr><th colspan="2">STA</th></tr>
<tr><td>Unrepaired setup endpoints after global routing</td><td>no</td></tr>
<tr><td>Count of final hold-check violations</td><td>0</td></tr>
<tr><td>Slew margin rel.</td><td>53.4%</td></tr>
<tr><td>Actual transition at the worst max-transition pin</td><td>0.699 ns</td></tr>
<tr><td>Final Cycle Share</td><td>between 90 and 100%</td></tr>
<tr><td>Count of endpoints failing setup in the final report</td><td>0</td></tr>
<tr><td>Max Clock Freq</td><td>between 400 and 500 MHz</td></tr>
<tr><td>Post-route minimum period</td><td>roughly 2.3 ns</td></tr>
<tr><td>Total negative slack for setup checks</td><td>0 ns</td></tr>
<tr><td>Number of max-slew violations in the final report</td><td>0</td></tr>
<tr><td>Max Clock Skew</td><td>roughly 0.0093 ns</td></tr>
<tr><th colspan="2">Hold path</th></tr>
<tr><td>Type of the worst min-delay path</td><td>flip-flop to flip-flop</td></tr>
<tr><th colspan="2">Run</th></tr>
<tr><td>Tool warning count</td><td>31</td></tr>
<tr><td>Max cap viols</td><td>0</td></tr>
</table>
[layer usage]
layer | global-route usage (%) | share of wire (%)
met2 | 20.8 | 46
met5 | 0 | 0
met4 | 2.19 | 2.1
met1 | 18.6 | 42
met3 | 6.36 | 9.7
[worst paths after layout]
kind                               endpoint  depth (start not counted)  slack, ns              from
max in group asynchronous     u_rx.state[0]                          3       1.44               rst
min                               u_rx.done                          0       0.35    u_rx.done_flag
min reg2reg                       u_rx.done                          0       0.35    u_rx.done_flag
max                          u_fifo.dout[0]                          4       0.24  u_fifo.rd_ptr[2]
max reg2reg                  u_fifo.dout[0]                          4       0.24  u_fifo.rd_ptr[2]
min in group asynchronous  u_fifo.rd_ptr[3]                          3       0.66               rst
[layout by cell type (no fill, tap or decap), types with 6 or more instances in the layout]
master,netlist,routed
dfrtp_1,65,65
nor2_1,32,32
mux2i_1,7,7
buf_4,2,37
nand3_1,18,18
o21ai_0,15,15
xnor2_1,9,9
clkbuf_16,0,23
mux2_2,32,32
edfxtp_1,136,136
a31oi_1,8,8
ha_1,15,15
inv_1,15,14
a21o_1,6,6
a221oi_1,12,12
nand2_1,40,40
a22o_1,9,9
a21oi_1,17,17
nor3_1,7,7
a22oi_1,13,13
clkinv_2,1,6
[through the flow]
step	util [%]	hold slack, ns	area (µm²)	worst slack, ns
final	35.5	0.350	9840	0.237
after global routing	35.5	0.353	9840	0.0852
after CTS	35.5	0.353	9840	0.227
after detailed placement	32.9	0.339	9100	0.258
after global placement	32.9	0.336	9100	0.274
after floorplan	-	0.331	8440	0.124
[power by group]
group          internal (µW)  total [µW]  switching (µW)
Combinational            224         423             200
Sequential              3820        4030             218
Clock                   1980        3240            1260
[cells by family after synthesis]
kind of cell    after synthesis  share of synthesized area, %
flops                       205                          69.0
compound gates              125                          11.0
fa+ha+maj                    15                          2.23
simple gates                140                          8.20
xor+xnor                     10                          1.04
mux                          43                          6.04
buf+inv                      46                          2.54
[cell usage after synthesis (3+ instances only)]
cell type	number
and2_1	4
a22oi_1	13
buf_2	14
nor3b_1	3
and3_1	4
ha_1	15
a211oi_1	5
o22ai_1	4
a21o_1	6
nand4_1	5
edfxtp_1	136
nand2b_1	3
a22o_1	9
a221oi_1	12
and3b_1	3
dfrtp_1	65
or3_1	3
nor4_1	5
xnor2_1	9
a21oi_1	17
o2bb2ai_1	3
nor2_1	32
a222oi_1	4
nand2_1	40
dfstp_2	4
a41oi_1	3
a31oi_1	8
mux2_2	32
inv_1	15
mux2i_1	7
nor2b_1	5
clkbuf_1	10
o21ai_0	15
mux4_2	3
nand3_1	18
nor3_1	7
[layout make-up]
| type | count | area [µm²] |
|---|---|---|
| fill | 2584 | 17900 |
| tap | 378 | 473 |
| multi-input combinational | 333 | 2400 |
| timing repair buffer | 42 | 348 |
| clock buffer | 31 | 636 |
| sequential | 205 | 5820 |
| clock inverter | 9 | 97.6 |
| inverter | 16 | 65.1 |
Power figures rest on the tool's default switching activity, not on a simulated workload.
